File: ./config.mk
export PLATFORM = sky130hd
export DESIGN_NAME = ALU
export DESIGN_NICKNAME = ALU
export VERILOG_FILES = /design/flow/design.v
export SDC_FILE = /design/flow/constraint.sdc
export NUM_CORES = 4
export LEC_CHECK = 1
export CORE_UTILIZATION = 40
export SYNTH_HDL_FRONTEND = slang
File: ./constraint.sdc
current_design ALU

set clk_period 4.7
set clk_io_pct 0.2

create_clock -name clk0 -period $clk_period [get_ports {clk}]

set non_clock_inputs [all_inputs -no_clocks]
set_input_delay [expr $clk_period * $clk_io_pct] -clock clk0 $non_clock_inputs
set_output_delay [expr $clk_period * $clk_io_pct] -clock clk0 [all_outputs]
File: ./design.v
`timescale 1ns / 1ps
module _7seg(
    input [3:0] data,
    output reg [6:0] seg_out
); 
always @ (data) begin
    case (data)
        4'b0000: seg_out = 7'b0000001;   
        4'b0001: seg_out = 7'b1001111;   
        4'b0010: seg_out = 7'b0010010;   
        4'b0011: seg_out = 7'b0000110;   
        4'b0100: seg_out = 7'b1001100;   
        4'b0101: seg_out = 7'b0100100;   
        4'b0110: seg_out = 7'b0100000;   
        4'b0111: seg_out = 7'b0001111;   
        4'b1000: seg_out = 7'b0000000;   
        4'b1001: seg_out = 7'b0000100;   
        4'b1010: seg_out = 7'b0001000;   
        4'b1011: seg_out = 7'b1100000;   
        4'b1100: seg_out = 7'b0110001;   
        4'b1101: seg_out = 7'b1000010;   
        4'b1110: seg_out = 7'b0110000;   
        4'b1111: seg_out = 7'b0111000;      
    endcase 
end
endmodule 
module ALU(  
    input [3:0]A,
    input [3:0]B,
    input [1:0]op,
    input clk,
    output reg [6:0] seg,
    output reg [7:0] an 
    );
reg [7:0] F;
reg [3:0] digits;
wire s;
reg [19:0] clkdiv;
assign s = clkdiv[19];
always @(s) 
    case(s)
        1'b0: digits = F[3:0];
        1'b1: digits = F[7:4];
    endcase
wire [6:0] bits;
_7seg _7seg(digits, bits);
always @(*) begin
    an = 8'b11111111;
    an[s] = 1'b0;
end
always @(posedge clk) begin
    if(clkdiv == 20'b1111111111_1111111111) 
        clkdiv <= 0;
    else
        clkdiv <= clkdiv + 1;
end
always @(*) begin
    F = 8'b0;
    if(op == 2'b00) begin 
            F = A + B;
            if(F[4] == 1'b1)  
                F[7:4] = 4'b1111;
        end
    else if(op == 2'b01) begin
            F = A - B;
            if(F[4] == 1'b1) 
                F[7:4] = 4'b1111;
        end
    else if(op == 2'b10) begin
            F =8'b0;
            F[3:0] = ~A;
        end
    else begin
            F = A * B;
        end
end
always @(posedge clk) begin
    seg <= bits;
end
endmodule
File: ./run.sh
#!/bin/bash
# OpenROAD 26Q1-2900-gdf79404cd8, Yosys 0.63+post, stock flow scripts
make -C /OpenROAD-flow-scripts/flow DESIGN_CONFIG=/design/flow/config.mk WORK_HOME=/design/flow/orfs finish
==> impl_metrics.env <==
# physical design summary
export IMPL_period_used_pct=92.6
export IMPL_place_ws_ns=0.0417
export IMPL_hold_violations=0
export IMPL_ys_warn_count=0
export IMPL_portBuffers=19
export IMPL_edf_count=0
export IMPL_p_leak_nw=1.15
export IMPL_startpoint_type="primary input"
export IMPL_dr_pass1_iters=4
export IMPL_setup_tns_ns=0
export IMPL_path_class="in -> reg"
export IMPL_r2r_start="clkdiv[5]$_SDFF_PN0_"
export IMPL_route_detailed_drc=0
export IMPL_synthFlopType="dfxtp_1"
export IMPL_final_cells=345
export IMPL_synth_area_um2=2190
export IMPL_viasPerCell=4.77
export IMPL_die_h_um=76.0
export IMPL_clock_skew_ns=0.00445
export IMPL_synthCells=249
export IMPL_power_uw=541
export IMPL_hold_start="clkdiv[0]$_SDFF_PN0_"
export IMPL_drv_slew=0
export IMPL_mux_area_share_pct=4.63
export IMPL_fp_util_pct=42.3
export IMPL_whs_path_depth=1
export IMPL_grt_remaining_overflow=0
export IMPL_warnings=33
export IMPL_cp_data_required_time_ns=4.85
export IMPL_synthAdderAreaFrac_pct=20.9
export IMPL_wl_mm=3.77
export IMPL_areaGrowthSynthToFinish_pct=15.4
export IMPL_dieWidth_um=76.0
export IMPL_syn_mean_instance_area_um2=8.79
export IMPL_cap_viol_max_count=0
export IMPL_clock_latency_ns=0.26
export IMPL_min_period_ns=4.35
export IMPL_vias=1645
export IMPL_worstHoldEndpoint="clkdiv[0]$_SDFF_PN0_"
export IMPL_yosys_cells=249
export IMPL_drtIter0Drc=41
export IMPL_cts_buffers=3
export IMPL_synth_async_sr_flop_share_pct=0
export IMPL_critical_path_arrival_ns=4.51
export IMPL_core_area_um2=5170
export IMPL_max_freq_mhz=230
export IMPL_setup_ws_ns=0.346
export IMPL_postSynthSeqShare_pct=24.7
export IMPL_grt_usage_pct=13.9
export IMPL_peakVddDrop_v=0.0000854
export IMPL_topCombFamilyByArea="adder cells"
export IMPL_worstRegToRegCells=6
export IMPL_mostFrequentLayoutCells="nor2_1, ha_1, dfxtp_1, nand2_1, inv_1"
export IMPL_place_inst=341
export IMPL_post_cts_buffers=0
export IMPL_slowest_stage="clkdlybuf4s50_1"
export IMPL_cts_sinks=27
export IMPL_slowest_delay_ns=0.53
export IMPL_htreeDepth=1
export IMPL_slew_headroom_pct=45.7
export IMPL_simple_gate_area_share_pct=20.7
export IMPL_path_max_fanout=4
export IMPL_synth_cell_types=46
export IMPL_hp_class="reg -> reg"
export IMPL_rsz0062_at_grt="no"
export IMPL_cts_tree="done"
export IMPL_cts_root_buf="clkbuf_8"
export IMPL_wl_per_cell_um=10.9
export IMPL_ys_area_um2=2190
export IMPL_hpwl_mm=3.17
export IMPL_ys_sh_aoi_pct=11.8
export IMPL_powerDensity_nw_per_um2=214
export IMPL_detail_route_antenna_nets=0
export IMPL_r2r_end="clkdiv[15]$_SDFF_PN0_"
export IMPL_drive_gt1_share_pct=8.73
export IMPL_clk_path_buf_depth=2
export IMPL_final_setup_viol_count=0
export IMPL_path_clk_slew_ns=0.09
export IMPL_synth_xor_xnor_area_share_pct=9.21
export IMPL_antenna_found_initial=0
export IMPL_cts_resized_gates=0
export IMPL_grt_pass1_vias=1538
export IMPL_ctsHoldBuffers=0
export IMPL_ios=26
export IMPL_worstSetupEndpointType="register"
export IMPL_rows=26
export IMPL_status="finished, final reports clean"
export IMPL_r2r_setup_slack_ns=2.54
export IMPL_ys_flops=27
export IMPL_diodes=0
export IMPL_grt_max_degree=23
export IMPL_place_congestion=0.808
export IMPL_fin_hold_ws_ns=0.464
export IMPL_grt_pass1_wl_mm=6.60
export IMPL_die_area_um2=5770
export IMPL_tightest_slew_ns=0.812
export IMPL_crit_chain="clkdlybuf4s50_1, nand2_1, fa_1, inv_1, fa_1, ha_1, a21o_1, a21o_1, xor2_1, a211oi_2, inv_1, ha_1, and3_1, or3_1"
==> per-stage QoR <==
stage,utilization (%),instance area [um2]
2_1_floorplan,-,2210
3_3_place_gp,47.9,2480
3_5_place_dp,47.9,2480
4_1_cts,48.8,2520
5_1_grt,48.8,2520
6_report,48.8,2520
==> per-layer routing <==
layer | share of wire (%) | global-route usage (%) | wire, um | vias up
li1 | - | - | - | 879
met1 | 51 | 20.1 | 1930 | 747
met2 | 47 | 24.5 | 1750 | 17
met3 | 1.5 | 0.734 | 55 | 2
met4 | 0.72 | 1.35 | 27 | 0
met5 | 0 | 0 | 0 | -
==> where the power goes <==
group          switching, mW  internal, mW  total (mW)
combinational         0.0817        0.0893       0.171
sequential           0.00264         0.240       0.243
clock                 0.0676        0.0592       0.127
total                  0.152         0.389       0.541
==> registers in the layout, summed over array words and instances, names as in the netlist <==
register	cells
seg	7
clkdiv	20
==> worst max path at each step <==
stage | startpoint | endpoint | slack (ns) | cells after the start
4_1_cts | A[2] | seg[2]$_DFF_P_ | 0.32 | 14
5_1_grt | A[0] | seg[2]$_DFF_P_ | 0.13 | 14
6_report | A[2] | seg[6]$_DFF_P_ | 0.35 | 14
==> cell type report <==
type                       instances  area [um2]
clock inverter                     1        5.00
tap                               70        87.6
sequential                        27         541
inverter                          20        75.1
fill                             484        2650
clock buffer                       3        41.3
multi-input combinational        193        1500
timing repair buffer              31         280
==> kinds of logic after synthesis <==
family | count (synthesis)
and+or+nand+nor | 90
buffers and inverters | 34
adders and majority gates | 33
AOI/OAI and AO/OA | 31
DFF | 27
xor gates and xnor gates | 23
muxes | 10
other | 1
==> critical path: cells and delay by family <==
kind                     cells  cell delay [ns]
AND-OR/OR-AND                3             0.63
XOR/XNOR                     1             0.17
adder cells (fa/ha/maj)      4             1.51
buffers and inverters        3             0.68
AND/OR/NAND/NOR              3             0.58
==> cells in the mapped netlist (2+ instances only) <==
library cell   n  area share, %
a31oi_1        2           0.57
xor2_1        10            4.0
a21oi_1        6            1.4
nor3_1         3           0.69
dfxtp_1       27             25
xnor2_1       13            5.2
and2_1         5            1.4
and3_1         7            2.0
nor2b_1        4            1.1
a22o_1         2           0.80
nand2_1       21            3.6
nor2_1        27            4.6
mux2i_1        9            4.1
fa_1           6            5.5
buf_2          5            1.1
a21boi_0       2           0.69
nand3_1        8            1.8
ha_1          27             15
inv_1         20            3.4
o21ai_1        2           0.46
a211oi_1       4            1.4
buf_4          8            2.7
a211oi_2       2            1.1
nand2b_1       6            1.7
a21o_1         2           0.69
Power and IR drop assume default switching activity.
